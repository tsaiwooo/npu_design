[/design/flow/constraint.sdc]
current_design axi_stream_input

set clk_period 2.1
set clk_io_pct 0.2

create_clock -name clk0 -period $clk_period [get_ports {s_axis_aclk}]

set non_clock_inputs [all_inputs -no_clocks]
set_input_delay [expr $clk_period * $clk_io_pct] -clock clk0 $non_clock_inputs
set_output_delay [expr $clk_period * $clk_io_pct] -clock clk0 [all_outputs]
[/design/flow/design.v]
`timescale 1ns / 1ps
module axi_stream_input #
(
    parameter ADDR_WIDTH = 13,
    parameter DATA_WIDTH = 8,
    parameter NUM_CHANNELS_WIDTH = $clog2(64+1)
)
(
    input  wire                   s_axis_aclk,
    input  wire                   s_axis_aresetn,
    input  wire signed [DATA_WIDTH-1:0]  s_axis_tdata,
    input  wire [(DATA_WIDTH/8)-1 : 0] s_axis_tstrb,
    input  wire                   s_axis_tvalid,
    output wire                   s_axis_tready,
    input  wire                   s_axis_tlast,
    input  wire [2*ADDR_WIDTH + NUM_CHANNELS_WIDTH-1:0] s_axis_tuser,
    output reg                    write_enable,
    output reg [ADDR_WIDTH-1:0]   write_address,
    output reg signed [DATA_WIDTH-1:0] write_data,
    output reg [2:0]              data_type,       
    output reg                    data_ready,
    output reg [ADDR_WIDTH-1:0]   img_row,
    output reg [ADDR_WIDTH-1:0]   img_col,
    output reg [ADDR_WIDTH-1:0]   ker_row,
    output reg [ADDR_WIDTH-1:0]   ker_col,
    output reg [NUM_CHANNELS_WIDTH-1:0] num_channels
);
    localparam ST_IDLE = 0;
    localparam ST_IMG  = 1;
    localparam ST_KER  = 2;
    reg [1:0] state, next_state;
    reg [ADDR_WIDTH-1:0] address_counter;
    assign s_axis_tready = s_axis_tvalid;  
    always @(posedge s_axis_aclk) begin
        if (!s_axis_aresetn)
            state <= ST_IDLE;
        else
            state <= next_state;
    end
    always @(*) begin
        case (state)
            ST_IDLE: begin
                if (s_axis_tvalid)
                    next_state = ST_IMG;
                else
                    next_state = ST_IDLE;
            end
            ST_IMG: begin
                if (s_axis_tlast)
                    next_state = ST_KER;
                else
                    next_state = ST_IMG;
            end
            ST_KER: begin
                if (s_axis_tlast)
                    next_state = ST_IDLE;
                else
                    next_state = ST_KER;
            end
            default: next_state = ST_IDLE;
        endcase
    end
    always @(posedge s_axis_aclk or negedge s_axis_aresetn) begin
        if (!s_axis_aresetn)
            write_enable <= 1'b0;
        else if (s_axis_tvalid && s_axis_tready)
            write_enable <= 1'b1;
        else
            write_enable <= 1'b0;
    end
    always @(posedge s_axis_aclk or negedge s_axis_aresetn) begin
        if (!s_axis_aresetn)
            write_data <= 0;
        else if (s_axis_tvalid && s_axis_tready)
            write_data <= s_axis_tdata;
        else
            write_data <= write_data;  
    end
    always @(posedge s_axis_aclk or negedge s_axis_aresetn) begin
        if (!s_axis_aresetn)
            write_address <= 0;
        else if (s_axis_tvalid && s_axis_tready)
            write_address <= address_counter;
        else
            write_address <= write_address;  
    end
    always @(posedge s_axis_aclk or negedge s_axis_aresetn) begin
        if (!s_axis_aresetn)
            address_counter <= 0;
        else if (s_axis_tvalid && s_axis_tready) begin
            if (s_axis_tlast)
                address_counter <= 0;
            else
                address_counter <= address_counter + 1;
        end else
            address_counter <= address_counter;  
    end
    always @(posedge s_axis_aclk or negedge s_axis_aresetn) begin
        if (!s_axis_aresetn)
            data_ready <= 1'b0;
        else if (s_axis_tvalid && s_axis_tready)
            data_ready <= 1'b1;
        else
            data_ready <= 1'b0;
    end
    always @(posedge s_axis_aclk or negedge s_axis_aresetn) begin
        if (!s_axis_aresetn)
            data_type <= 0;
        else if (s_axis_tvalid && s_axis_tready) begin
            if (state == ST_IMG)
                data_type <= GEMM0_SRAM_IDX;
            else if (state == ST_KER)
                data_type <= GEMM1_SRAM_IDX;
            else
                data_type <= data_type;  
        end else
            data_type <= data_type;  
    end
    always @(posedge s_axis_aclk or negedge s_axis_aresetn) begin
        if (!s_axis_aresetn)
            img_row <= 0;
        else if (s_axis_tvalid && s_axis_tready && s_axis_tlast) begin
            if (state == ST_IMG)
                img_row <= s_axis_tuser[2*ADDR_WIDTH + NUM_CHANNELS_WIDTH -1 : ADDR_WIDTH + NUM_CHANNELS_WIDTH];
            else
                img_row <= img_row;  
        end else
            img_row <= img_row;  
    end
    always @(posedge s_axis_aclk or negedge s_axis_aresetn) begin
        if (!s_axis_aresetn)
            img_col <= 0;
        else if (s_axis_tvalid && s_axis_tready && s_axis_tlast) begin
            if (state == ST_IMG)
                img_col <= s_axis_tuser[ADDR_WIDTH + NUM_CHANNELS_WIDTH -1 : NUM_CHANNELS_WIDTH];
            else
                img_col <= img_col;  
        end else
            img_col <= img_col;  
    end
    always @(posedge s_axis_aclk or negedge s_axis_aresetn) begin
        if (!s_axis_aresetn)
            ker_row <= 0;
        else if (s_axis_tvalid && s_axis_tready && s_axis_tlast) begin
            if (state == ST_KER)
                ker_row <= s_axis_tuser[2*ADDR_WIDTH + NUM_CHANNELS_WIDTH -1 : ADDR_WIDTH + NUM_CHANNELS_WIDTH];
            else
                ker_row <= ker_row;  
        end else
            ker_row <= ker_row;  
    end
    always @(posedge s_axis_aclk or negedge s_axis_aresetn) begin
        if (!s_axis_aresetn)
            ker_col <= 0;
        else if (s_axis_tvalid && s_axis_tready && s_axis_tlast) begin
            if (state == ST_KER)
                ker_col <= s_axis_tuser[ADDR_WIDTH + NUM_CHANNELS_WIDTH -1 : NUM_CHANNELS_WIDTH];
            else
                ker_col <= ker_col;  
        end else
            ker_col <= ker_col;  
    end
    always @(posedge s_axis_aclk or negedge s_axis_aresetn) begin
        if (!s_axis_aresetn)
            num_channels <= 0;
        else if (s_axis_tvalid && s_axis_tready && s_axis_tlast) begin
            num_channels <= s_axis_tuser[NUM_CHANNELS_WIDTH -1 : 0];
        end else
            num_channels <= num_channels;  
    end
endmodule
[/design/flow/config.mk]
export PLATFORM = sky130hd
export DESIGN_NAME = axi_stream_input
export DESIGN_NICKNAME = axi_stream_input
export VERILOG_FILES = /design/flow/design.v
export SDC_FILE = /design/flow/constraint.sdc
export NUM_CORES = 4
export LEC_CHECK = 1
export CORE_UTILIZATION = 30
[/design/flow/run.sh]
#!/bin/bash
# OpenROAD 26Q1-2900-gdf79404cd8, Yosys 0.63+post, stock flow scripts
make -C /OpenROAD-flow-scripts/flow DESIGN_CONFIG=/design/flow/config.mk WORK_HOME=/design/flow/orfs finish
==> reports/qor.csv <==
metric;value;unit
Max Used Layer;met4;
Post-Syn Area;3870;um2
clock root buffer;clkbuf_16;
Remaining DRCs;0;
number of cells in Yosys stat;275;
Max-Cap Viols;0;
Switch Pwr;1050;uW
Crit path required time;1.68;ns
area leader, netlist;dfrtp_1;
final setup TNS;0;ns
first-pass GRT wire length;13300;um
Starting Density;30.7;%
syn_area_per_cell;14.1;um2
Reg2Reg Setup Slack;0.58;ns
clock power share;33.7;%
final hold violation count;0;
port bufs;127;
Core ar.;12600;um2
Setup crit end kind;primary output;
WL met3;740;um
Peak VDD IR;0.000486;V
row count;41;
yosys warns;5;
final setup fails;0;
initial antenna violation count;0;
routed wire length per instance;14.0;um
slew of the pin with the lowest slew margin;0.514;ns
fin crit share;92.8;%
Yosys reg bits;97;
switching share of power;20.7;%
Flop pwr share;46.3;%
worst hold path type;in -> async;
CTS tree;done;
io pins;132;
Top cells by area;dfrtp_1 61%, mux2_2 21%, nand2_1 2.8%, buf_6 2.0%, dfxtp_1 1.5%;
Int Power;4020;uW
die x size;116;um
RSZ-0062 raised after global routing;no;
layout overhead on the synthesized area;46.6;%
Total Routing Usage GR;13.2;%
Worst R2R Path Depth;4;
routability cong.;0.745;
Routed Antenna Nets;0;
setup bufs post-CTS;0;
Post-CTS Resized;0;
FF-to-FF Start;address_counter[0]$_DFFE_PN0P_;
number of global-route vias before repair;2658;
P_leak;0.00251;uW
Most common cell on crit path;clkdlybuf4s50_1;
Max Fanout on Critical Path;8;
Mapped Cells;275;
Metal-1 WL;3740;um
Vias;2621;
drt total wl;8270;um
share of cells above drive strength 1;25.9;%
Antenna Cells;0;
WS Path Type;in -> out;
startpoint class of the critical path;input pin;
Die Size;13400;um2
CTS clk-pin slew, worst paths;0.06;ns
distinct lib cells;34;
Final Critical Period;1.95;ns
Die Ht;116;um
CP peak stage delay;0.48;ns
clk latency late pin;0.34;ns
post-layout power;5060;uW
slowest CP cell;clkdlybuf4s50_1;
DR vias/cell;4.45;
crit-path cells;clkdlybuf4s50_1 -> buf_4 -> clkdlybuf4s50_1;
DR iter-0 viols;79;
combinational share of power;20.0;%
Post-synth seq share;62.3;%
yosys stat area;3870;um2
Fmax achieved;0.513;GHz
RR Endpoint;address_counter[10]$_DFFE_PN0P_;
metal2 WL;3640;um
cts bufs inserted;9;
remaining global-route overflow;0;
Pwr per Cell Area;891;nW/um2
Hold-fix buffers, CTS;0;
drt pass-1 iters;6;
CTS H-tree lvls;3;
post-DP HPWL;5740;um
maximum clock path buffer count;2;
tool warnings;26;
final setup skew;0.00332;ns
max-slew violation count;0;
Worst Path Arrival;1.53;ns
largest net degree at the start of global routing;95;
CTS sink cnt;97;
status;complete, no violations;
Max-Slew Margin vs Limit;65.7;%
Area leader share;60.7;%
==> layer usage <==
metal | GRT usage, % | up-vias
met1 | 19.2 | 1291
met4 | 1.88 | 0
met5 | 0 | -
li1 | - | 1230
met2 | 19.8 | 87
met3 | 5.06 | 13
==> stage by stage <==
step | hold WS (ns) | std cells | worst slack [ns] | area (um2) | util (%)
2_1_floorplan | 0.124 | 277 | 0.574 | 3880 | -
3_3_place_gp | 0.461 | 574 | 0.135 | 5360 | 42.5
6_report | 0.137 | 589 | 0.150 | 5680 | 45.0
3_5_place_dp | 0.469 | 574 | 0.116 | 5360 | 42.5
4_1_cts | 0.169 | 589 | 0.144 | 5680 | 45.0
5_1_grt | 0.198 | 589 | 0.126 | 5680 | 45.0
==> worst max-delay path: cells and delay by family <==
kind | cells | cell delay, ns
buffers and inverters | 3 | 1.11
==> registers in the layout (all words and copies together), names as in the netlist <==
signal and flops:
num_channels 7, ker_col 13, address_counter 13, img_col 13
img_row 13, write_enable 1, ker_row 13, state 3
write_address 13, write_data 8
==> worst max-delay path by stage <==
stage                 start            end  slack (ns)
CTS           s_axis_tvalid  s_axis_tready        0.14
global route  s_axis_tvalid  s_axis_tready        0.13
finish        s_axis_tvalid  s_axis_tready        0.15
==> logic make-up after synthesis <==
group                      synth area share [%]
buffers and inverters                      4.10
adders and majority gates                 0.323
AOI/OAI and AO/OA                          3.49
other                                    0.0968
muxes                                      22.0
DFF                                        62.3
and+or+nand+nor                            7.78
==> cell type report <==
type,instances,area [um2]
well taps,172,215
fillers,1208,6940
repair buffers,142,1410
clock inverters,2,35.0
multi-input cells,158,1310
clock buffers,13,280
flip-flops and latches,97,2410
inverters,5,18.8
==> cells in the mapped netlist (all sizes together) <==
cell type / instances
dfrtp: 94
mux2: 72
nand2: 31
buf: 16
o21ai: 7
a21oi: 6
nand3: 6
inv: 5
mux2i: 4
nand2b: 4
o31ai: 4
or4: 4
dfxtp: 3
or3: 3
nand4: 2
nor2: 2
nor4: 2
a221o: 1
a22oi: 1
a31o: 1
a31oi: 1
and2: 1
clkbuf: 1
conb: 1
ha: 1
nor2b: 1
o211ai: 1
==> placed cells by master (no fill, tap or decap), types with 2 or more instances in the layout <==
| cell type | n |
|---|---|
| buf_4 | 14 |
| mux2_2 | 71 |
| nand2b_1 | 4 |
| or4_1 | 4 |
| a21oi_1 | 6 |
| or3_1 | 2 |
| nor2_1 | 2 |
| o21ai_0 | 7 |
| mux2i_1 | 4 |
| o31ai_1 | 4 |
| nor4_1 | 2 |
| nand2_1 | 29 |
| nand3_1 | 5 |
| clkdlybuf4s50_1 | 126 |
| nand2_4 | 2 |
| clkbuf_16 | 9 |
| buf_12 | 2 |
| conb_1 | 3 |
| inv_1 | 5 |
| clkbuf_8 | 4 |
| dfxtp_1 | 3 |
| dfrtp_1 | 94 |
==> power by group through the flow <==
stage	sequential (uW)	combinational, uW	clock [uW]
CTS	2350	1040	1770
global route	2380	1120	1850
finish	2340	1010	1710
No activity file was given, so power comes from the tool's default toggle rates.
